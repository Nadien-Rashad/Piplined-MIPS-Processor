## /design/flow/run.sh

```bash
#!/bin/bash
# OpenROAD 26Q1-2900-gdf79404cd8, Yosys 0.63+post, stock flow scripts
make -C /OpenROAD-flow-scripts/flow DESIGN_CONFIG=/design/flow/config.mk WORK_HOME=/design/flow/orfs finish
```

## /design/flow/design.v

```verilog
module EXE_MEM_register(clk, WB_EN_IN, MEM_R_EN_IN, MEM_W_EN_IN, PCIn, ALUResIn,
 STValIn, destIn,WB_EN, MEM_R_EN, MEM_W_EN, PC, ALURes, STVal, deest);
  input clk;
  input WB_EN_IN;   
  input MEM_R_EN_IN;  
  input MEM_W_EN_IN;   
  input [4:0] destIn;   
  input [31:0] PCIn, ALUResIn, STValIn;
  output reg WB_EN;  
  output reg MEM_R_EN;  
  output reg MEM_W_EN;   
  output reg [4:0] deest;  
  output reg [31:0] PC, ALURes, STVal;
  always @ (posedge clk) 
  begin
      WB_EN <= WB_EN_IN;
      MEM_R_EN <= MEM_R_EN_IN;
      MEM_W_EN <= MEM_W_EN_IN;
      PC <= PCIn;
      ALURes <= ALUResIn;
      STVal <= STValIn;
      deest <= destIn;
    end
endmodule 
```

## /design/flow/constraint.sdc

```tcl
current_design EXE_MEM_register

set clk_period 1.0
set clk_io_pct 0.2

create_clock -name clk0 -period $clk_period [get_ports {clk}]

set non_clock_inputs [all_inputs -no_clocks]
set_input_delay [expr $clk_period * $clk_io_pct] -clock clk0 $non_clock_inputs
set_output_delay [expr $clk_period * $clk_io_pct] -clock clk0 [all_outputs]
```

## /design/flow/config.mk

```make
export PLATFORM = sky130hd
export DESIGN_NAME = EXE_MEM_register
export DESIGN_NICKNAME = EXE_MEM_register
export VERILOG_FILES = /design/flow/design.v
export SDC_FILE = /design/flow/constraint.sdc
export NUM_CORES = 4
export LEC_CHECK = 1
export CORE_UTILIZATION = 30
```

==> impl.org <==
#+TITLE: Implementation results

** Yosys
- In the Yosys report, the sequential cells make up 100% of the chip area.
- The mapped netlist covers 0.00208 mm^2.
- Yosys warning count :: 1
- Cell total in the yosys stat output :: 104
- Per the synthesis report, the dominant area consumer among library cells is sky130_fd_sc_hd__dfxtp_1.
- Average footprint of a synthesized cell :: 20.0 um^2
- The synthesized design contains 104 register bits.
- Number of standard cells after synthesis :: 104
- The stat command in Yosys gives a chip area of 0.00208 mm^2.
- Area contributors post-synth :: sky130_fd_sc_hd__dfxtp_1 (100%)
- Unique masters post-synth :: 1
- Yosys reports that the leading cell type by area covers 100% of the netlist area.

** GRT
- Largest net degree at the start of global routing :: 17
- Initial antenna violation count :: 0
- The total overflow left after global routing is 0.
- Vias in the first global route :: 1497
- Total global-route track usage over all layers is 16.6%.
- First-pass GRT wire length :: 8.46 mm

** Power
- Total power draw :: 7.49 mW
- IR analysis of the VDD net gives a maximum drop of 1.01 mV.
- Total power normalized to cell area comes to 1900 mW/mm^2.
- Static leakage power :: 1.80 nW

** Worst setup path
- The cell sequence reported for the critical path is buf_6.
- Critical path startpoint :: STVal[17]
- Endpoint class of the critical path :: output port
- In this run the number of cells on the critical path is 1.
- STA classifies the critical path startpoint as a register.
- Crit path buf inv count :: 1
- Broken down by cell family, the worst path's largest delay share belongs to flip-flops.
- Max incr delay on CP :: 0.33 ns
- Largest fanout of any net on the critical path :: 1
- Worst Setup Path Type :: register to output port
- Highest-delay cell along the critical path :: sky130_fd_sc_hd__dfxtp_2
- Timing endpoint of the critical path :: STVal[17]
- Required arrival time at the worst endpoint :: 0.80 ns
- The arrival time of data at the worst endpoint is listed as 0.78 ns.

** Finish
- Multi-input combinational cells in the finished layout were counted as 0.
- Top Layout Cells :: sky130_fd_sc_hd__clkdlybuf4s50_1 (104), sky130_fd_sc_hd__buf_2 (103), sky130_fd_sc_hd__dfxtp_1 (98)
- Gate Area :: 0 um^2
- Relative to the synthesized area, the layout overhead comes to 89.7%.
- Number of non-filler instances in the completed layout :: 405
- Most common cell after layout, fill and taps aside :: sky130_fd_sc_hd__clkdlybuf4s50_1
- Fraction of layout instances using a drive strength above 1 :: 38.4%

** Clock tree
- H-tree level count :: 3
- Number of buffers inserted during clock tree synthesis :: 9
- In this run, post-CTS hold repair placed 0 buffers.
- Number of sinks on the clock net :: 104
- The longest clock path from root to sink contains 2 buffers.
- TritonCTS clock tree :: built
- Post-CTS Setup Repair Bufs :: 0
- Per the CTS log, the root buffer master is sky130_fd_sc_hd__clkbuf_8.
- Clock-pin slew reported for the worst setup and hold paths after clock tree synthesis :: 0.09 ns

** STA
- Fin. max-slew vios :: 0
- Min Tclk post-route :: 0.977 ns
- Transition time of the tightest slew-check pin :: 0.105 ns
- Final-report setup violation count :: 0
- Of the available clock period, the critical path in the final layout requires 97.7%.
- In the final report, the number of hold violations comes to 0.
- Setup repair after global routing missed its margin :: yes
- Static timing analysis puts the maximum clock frequency at 1.02 GHz.
- Headroom to the max-slew limit came out at 93.0%.

** Floorplanning
- Number of placement rows :: 29
- Init Core Util :: 31.9%
- Die Height :: 85.3 um
- Chip Area :: 0.00728 mm^2
- In this run the standard cell core region covers 0.00653 mm^2.
- Width of the die :: 85.3 um
- 209 I/O pins were placed.

** Drt
- 0 antenna diodes ended up in the layout.
- The violation tally recorded at the end of detailed-routing iteration 0 is 36.
- The wire length recorded after detailed routing is 5.90 mm.
- Remaining DRCs :: 0
- Mean routed wirelength per cell :: 14.6 um
- Remaining number of nets flagged by the antenna check after routing :: 0
- Vias per cell :: 3.79
- The first detailed-routing pass took 3 iterations.
- Count of vias placed by the detailed router :: 1536

** Placed design
- Sum of net half-perimeters after detailed placement :: 4.68 mm
- Per the placement log, port buffering inserted 208 buffers.
- The detailed placer reported the number of placed instances as 389.
- Routability-driven placement finished with a final weighted congestion of 0.773.

** Flow run
- The number of maximum-capacitance violations recorded for the run is 0.
- OpenROAD warning count :: 28

** Worst hold path
- Worst min path class :: input port to register
- Worst hold path cell count :: 1

** Status
- Outcome :: complete, no violations
## stage by stage
stage	area (um^2)	setup TNS (ns)	hold slack (ns)	utilization, %	setup slack [ns]
finish	3950	0	0.282	60.5	0.0234
global route	3950	-0.571	0.254	60.5	-0.0287
CTS	3940	-0.00332	0.259	60.4	-0.00332
detailed placement	4260	-0.00405	0.652	65.2	-0.00405
global placement	4260	-0.0109	0.649	65.2	-0.0109
floorplan	2080	0	0.228	-	0.538
## repair_timing
action	in CTS	in global routing
endpoints found under the setup margin	104	51
gates resized	333	2
cloned	0	0
## worst min path at each step
stage,from,slack [ns],endpoint
CTS,STValIn[21],0.26,STVal[21]
global route,destIn[1],0.25,deest[1]
finish,STValIn[17],0.28,STVal[17]
## synth_stat cells (all sizes together)
cell	n
dfxtp	104
## metal layers
metal | up-vias | share of wire, % | track usage, %
met1 | 658 | 35 | 19.8
met4 | 0 | 2.5 | 3.48
li1 | 753 | - | -
met2 | 115 | 50 | 28.5
met5 | - | 0 | 0
met3 | 10 | 13 | 7.31
## where the power goes
part / switching, mW / internal (mW) / total [mW]
combinational: 0.0888 / 0.485 / 0.574
clock: 1.30 / 1.21 / 2.51
sequential: 0.0415 / 4.36 / 4.40
total: 1.43 / 6.06 / 7.49
## flip-flops by register name (all words and copies together), names as in the netlist
name	flops
WB_EN	1
MEM_R_EN	1
ALURes	32
MEM_W_EN	1
STVal	32
deest	5
PC	32
## cell type report
cell class | instances | area (um^2)
fillers | 541 | 2580
well taps | 77 | 96.3
clock inverters | 6 | 58.8
repair buffers | 208 | 1570
clock buffers | 10 | 138
flip-flops and latches | 104 | 2090
## logic make-up (layout without fill, tap and decap cells)
kind of cell / Yosys count / after routing / synth area share, %
buf+inv: 0 / 224 / 0
flops: 104 / 104 / 100
No activity file was given, so power comes from the tool's default toggle rates.
