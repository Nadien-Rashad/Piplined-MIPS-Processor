**./run.sh**
```bash
#!/bin/bash
# OpenROAD 26Q1-2900-gdf79404cd8, Yosys 0.63+post, stock flow scripts
make -C /OpenROAD-flow-scripts/flow DESIGN_CONFIG=/design/flow/config.mk WORK_HOME=/design/flow/orfs finish
```
**./config.mk**
```make
export PLATFORM = sky130hd
export DESIGN_NAME = PC
export DESIGN_NICKNAME = PC
export VERILOG_FILES = /design/flow/design.v
export SDC_FILE = /design/flow/constraint.sdc
export NUM_CORES = 4
export LEC_CHECK = 1
export CORE_AREA = 10 10 96 96
export DIE_AREA = 0 0 106 106
```
**./constraint.sdc**
```tcl
current_design PC

set clk_period 3.4
set clk_io_pct 0.2

create_clock -name clk0 -period $clk_period [get_ports {clk}]

set non_clock_inputs [all_inputs -no_clocks]
set_input_delay [expr $clk_period * $clk_io_pct] -clock clk0 $non_clock_inputs
set_output_delay [expr $clk_period * $clk_io_pct] -clock clk0 [all_outputs]
```
**./design.v**
```verilog
module PC(current_pc, next_pc,hazard_detected_signal,hazard_detected_signal_2,clk);
input [31:0] next_pc;
input clk,hazard_detected_signal,hazard_detected_signal_2;
output reg[31:0] current_pc;
initial
begin
current_pc <= 0;
end
always @ (posedge clk)
begin
if((!hazard_detected_signal) && (!hazard_detected_signal_2))
current_pc <=  next_pc;
end
endmodule
```
==> Changelog: implementation <==
## Flow update

* Status: completed
* Ys cells at 33
* Peak supply drop at 0.1218 mV
* Seq cells post-synth at 32
* CTS Buf Count at 5
* Ratio of cells with drive above 1 in the final layout at 6.542%
* Tot GR Track Use at 4.852%
* Diode count at 0
* Adders+Majority by Area at 0%
* Hold_buf cts at 0
* Buffers inserted by post-CTS timing repair at 0
* Transition time of the tightest slew-check pin at between 0.4 and 0.5 ns
* Count leader, synth: edfxtp_1
* Final Max Slew Viols at 0
* Clock tree from TritonCTS: yes
* DR vias at just over 600
* FP Rows at 31
* Max Root-Sink Buffers at 2
* Final Setup Violations at 0
* Post-DRT Antenna Nets at 0
* Worst setup path class: flop to output pin
* Worst path max stage delay at 0.48 ns
* Synth top cells by count: 32 x edfxtp_1, 1 x nor2_1
* Dpl hpwl at 2200 um
* Worst setup SP type: flop
* Most area-hungry cell type in the Yosys netlist: edfxtp_1
* Synth Cell Area at 964.7 um2
* Tool Warnings at 25
* Drt pass-1 iters at 3
* Max Cap Violations at 0
* Die width at 106 um
* Ys flop type: edfxtp_1
* Normalized max-slew margin at between 70% and 80%
* Chip area at 0.01124 mm2
* Io pins at 67
* Fmax at 568.9 MHz
* Synth Area in Compound Gates at 0%
* Final Hold Vio Count at 0
* Sequential-to-total area share from yosys stat at 99.61%
* Post-Syn Instances at 33
* Req. time, crit path at roughly 2.7 ns
* RSZ-0062 raised after global routing: false
* Vias in the first global route at 661
* Synth-to-Final Area Change at 90.79%
* Synth unique cells at 2
* Post-Synth Simple-Gate Area at 0.3891%
* Wire per inst at 13.42 um
* CP Buf/Inv Count at 1
* Crit-path max FO at 1
* Pwr dens at 449.3 mW/mm2
* H-tree lvl count at 2
* GRT Residual Overflow at 0
* Hold slack at 0.9546 ns
* Crit path cell chain: clkdlybuf4s50_1
* Clock Pin Slew Worst Setup and Hold Paths at 0.07 ns
* DRC viols at 0
* Vias per cell at 2.951
* Area leader share at about 100%
* YS warnings at 1
* CTS root buffer: clkbuf_8
* Slowest CP cell: clkdlybuf4s50_1
* Top Registers: current_pc (32)
* CP Capture Type: output pin
* Synth async-reset ratio at 0%
* Most flops, register: current_pc
* Mux area share at 0%
* Largest net degree at the start of global routing at 33
* XOR/XNOR share of the synthesized area at 0%
* Min-delay worst type: primary input to flop
* PortBufs at 66
* Chip height at roughly 110 um
* First-pass GRT wire length at a little over 4000 um
* Final setup TNS at 0 ns
* Overall routed net length at 2765 um
* Top cell family by delay on the critical path: buffers and inverters
* Post-Route Utilization at 25.51%
* Min Tclk post-route at 1.758 ns
* Top cells by area: edfxtp_1 100%, nor2_1 0.39%
* Dominant combinational family: simple AND/OR/NAND/NOR gates
* Gpl congestion at 0.7151
* Worst EP arrival at 1.08 ns
* Max FFs per register at 32
* Core Region at 0.007214 mm2
* Iter 0 DRT Violations at 19
* Initial antenna violation count at 0
* Init Core Util at 13.37%
* Chip Area, Yosys at 964.7 um2
* Sink Count at 32
* Post-synth EDFFs at 32
* Final Cycle Share at 51.70%
* Avg Inst Size Synth at between 20 and 30 um2
* Leak pwr at between 0.6 and 0.7 nW
* # resized after CTS at 0
path summary, 6_finish.rpt:
kind                        from             end  slack [ns]  cells after the start
setup / recovery  current_pc[27]  current_pc[27]        1.64                      1
hold / removal       next_pc[11]  current_pc[11]        0.95                      1
cells in the final DEF (no fill, tap or decap):
cell / n
clkbuf_8: 5
buf_4: 1
clkdlybuf4s50_1: 66
clkinv_1: 2
nor2_4: 1
edfxtp_1: 32
cell families (layout without fill, tap and decap cells):
family	after synthesis	after routing
buffers and inverters	0	74
flip-flops	32	32
AND/OR/NAND/NOR	1	1
layout make-up:
type | instances | area (um2)
fill | 763 | 5374
sequential | 32 | 960.9
timing repair buffer | 67 | 668.1
tap | 99 | 123.9
clock buffer | 5 | 68.82
multi-input combinational | 1 | 11.26
clock inverter | 2 | 7.507
metal layers:
| metal | GRT usage (%) | routed length [um] | vias up |
|---|---|---|---|
| met4 | 0.6770 | 43 | 0 |
| li1 | - | - | 278 |
| met5 | 0 | 0 | - |
| met2 | 7.818 | 1327 | 40 |
| met1 | 5.219 | 980 | 285 |
| met3 | 3.486 | 413 | 5 |
power by group:
group,internal (mW),switching (mW),total [mW]
Combinational,0.0735,0.0175,0.0911
Clock,0.135,0.132,0.266
Sequential,0.464,0.00572,0.469
per-stage QoR:
stage	area [um2]	power, mW	std cells	setup slack [ns]
3_3_place_gp	1764	0.5716	199	1.418
3_5_place_dp	1764	0.5724	199	1.404
2_1_floorplan	964.7	0.4778	33	0.9369
5_1_grt	1841	0.8774	206	1.564
6_report	1841	0.8269	206	1.642
4_1_cts	1841	0.8498	206	1.607
Power is estimated from default activity; no workload was simulated.
